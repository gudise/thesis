`flow/design.v`:
```
module BIT_POOL #(
    parameter POOL_WIDTH=100
    ) (
    input                       clock,  
    input                       enable,
    input                       muestra,  
    output reg                  full=0,
    output reg[POOL_WIDTH-1:0]  out
);
    reg[31:0] contador_pool=0;
    always @(negedge clock) begin
        if(enable) begin
            if(contador_pool<POOL_WIDTH) begin
                out[contador_pool] <= muestra;
                contador_pool <= contador_pool+32'b1;
            end
            else full <= 1'b1;
        end
        else begin
            full <= 1'b0;
            contador_pool <= 0;
        end
    end
endmodule
```
`flow/run.sh`:
```
#!/bin/bash
# OpenROAD 26Q1-2900-gdf79404cd8, Yosys 0.63+post, stock flow scripts
make -C /OpenROAD-flow-scripts/flow DESIGN_CONFIG=/design/flow/config.mk WORK_HOME=/design/flow/orfs finish
```
`flow/config.mk`:
```
export PLATFORM = sky130hd
export DESIGN_NAME = BIT_POOL
export DESIGN_NICKNAME = BIT_POOL
export VERILOG_FILES = /design/flow/design.v
export SDC_FILE = /design/flow/constraint.sdc
export NUM_CORES = 4
export LEC_CHECK = 1
export CORE_UTILIZATION = 30
```
`flow/constraint.sdc`:
```
current_design BIT_POOL

set clk_period 7.9
set clk_io_pct 0.2

create_clock -name clk0 -period $clk_period [get_ports {clock}]

set non_clock_inputs [all_inputs -no_clocks]
set_input_delay [expr $clk_period * $clk_io_pct] -clock clk0 $non_clock_inputs
set_output_delay [expr $clk_period * $clk_io_pct] -clock clk0 [all_outputs]
```
==> reports/metrics.sh <==
RUN_STATUS='finished clean'
PRE_CTS_SLACK_NS=0.9471
MAX_SLEW_MARGIN=0.4079
MIN-DELAY-PATH-CLASS='flip-flop to flip-flop'
SETUP_TOTAL_NEGATIVE_SLACK_NS=0
DIEAREA_SQ_UM=25200
GRT_FIRST_PASS_WIRELENGTH_UM=32440
NUMBER_OF_WARNINGS_IN_THE_STAGE_LOGS=159
SETUP-VIOLATIONS-FINAL=0
YOSYSCHIPAREA_SQ_UM=7372
POST-DP-HPWL_UM=12650
INITIAL_CORE_UTIL=0.3049
ANT_NETS=0
LAYOUT.CORE_UTILIZATION=0.4059
NETLIST_INSTANCES=679
WORSTMARGINPINSLEW_NS=0.8881
WORST_EP_ARRIVAL_TIME_NS=5.30
CLOCK_PATH_BUFFERS=2
CRIT_SLOWEST_CELL='clkdlybuf4s50_1'
CLOCK_INSERTION_DELAY_WORST_SKEW_NS=0.47
NUMCLOCKSINKS=133
POST_DRT_VIA_CELL_RATIO=5.053
DR.PASS1.ITERS=5
CRIT_REQUIRED_NS=6.32
YOSYS_WARNINGS=1
POST_CTS_RESIZE_COUNT=0
AVGSYNTHCELLAREA_SQ_UM=10.86
ASYNCSETRESETFLOPFRACSYNTH=0
CRIT_PATH_MAX_INCR_DELAY_NS=0.50
SETUP_REPAIR_AFTER_GLOBAL_ROUTING_MISSED_ITS_MARGIN='no'
POST-CTS-SETUP-BUFFERS=0
SYNTH-SEQ-CELLS=133
GLOBAL_ROUTE.USAGE.TOTAL=0.1677
CTS-ROOT-BUF='clkbuf_16'
SYNTH.LIB_CELLS_USED.DISTINCT=64
WL_CELL_UM=16.43
YOSYS-STAT-CELLS=679
CRIT_FAMILY='buffers and inverters'
LAYOUT_SETUP_WS_NS=1.018
LAYOUT-DRIVE-GT1-SHARE=0.07684
CRITPATHLAUNCHTYPE='flip-flop'
LARGEST_AREA_CELL='edfxtp_1'
DETAIL_ROUTE.DRC_VIOLATIONS=0
YOSYS.STAT.SEQSHARE=0.4969
IR_WORST_VDD_V=0.0001547
FP.DIEW_UM=158.8
HOLD_BUFFERS=0
REPORT.FINAL.HOLD_VIOL_COUNT=0
YS_TOP_CELLS_BY_AREA='edfxtp_1 (41%), mux2_1 (15%), dfxtp_1 (9.0%)'
IOS=104
FLIP_FLOPS_WITH_A_BUILT_IN_ENABLE=100
H_TREE_LEVELS=4
P_LEAK_uW=0.003883
GLOBALROUTE.TOTALOVERFLOW=0
CRITPATHKIND='flip-flop to primary output'
NUMBER_OF_VIAS_AFTER_DETAILED_ROUTING=6240
MAPPEDNETLISTAREA_SQ_UM=7372
PORTBUFFERS=103
ROUTABILITYCONGESTION=0.9038
DIE_HEIGHT_UM=158.8
SLEW_VIOLATIONS=0
LARGEST_NET_DEGREE_AT_THE_START_OF_GLOBAL_ROUTING=68
TOP_AREA_FRAC=0.4073
GRT_PASS1_VIAS=6203
CTS_INSERTED_BUFFERS=17
GRT_ANTENNA_BEFORE_REPAIR=0
ROUTED_WL_UM=20290
CORE_AREA_SQ_UM=24180
YS_DOMINANT_REG_CELL='edfxtp_1'
FILLERINSTANCES=2284
WORST-R2R-SETUP-SLACK_NS=3.30
CRITICAL_PATH.CELL_CHAIN='clkdlybuf4s50_1'
SYN_TO_LAYOUT_AREA_DELTA_PCT=33.11
DETAIL_ROUTE.ITER0.VIOLATIONS=447
WORSTPATHBUFFERINVERTERCOUNT=1
SEQUENTIAL_CELL_AREA_SQ_UM=3664
COMB_AREA_SQ_UM=3453
FINCLKSKEW_NS=0.02357
TRITONCTS_CLOCK_TREE='yes'
DIODES=0
HOLD_SLACK_NS=0.4618
TIMING.CRITICAL_PATH.FANOUT_MAX=2
FP-ROW-COUNT=57
CELLPOWERDENSITY_nW_PER_UM2=213.1
SETUP.WORST_PATH.END_CLASS='primary output'
CLK_TRANSITION_REPORTED_PATHS_NS=0.06
MAX_CAP_VIOL_COUNT=0
==> logic make-up after synthesis <==
group / share of synthesized area
AND/OR/NAND/NOR: 0.2349
adder cells (fa/ha/maj): 0.003394
flip-flops: 0.4969
AND-OR/OR-AND: 0.05296
buffers and inverters: 0.03581
XOR/XNOR: 0.01782
multiplexers: 0.1582
==> stage by stage <==
step / area (sq um) / cells / power [uW]
6_report: 9813 / 1235 / 2091
2_1_floorplan: 7373 / 679 / 1039
3_3_place_gp: 8753 / 1071 / 1157
5_1_grt: 9813 / 1235 / 2248
4_1_cts: 9813 / 1235 / 2129
3_5_place_dp: 8753 / 1071 / 1156
==> path summary, 6_finish.rpt <==
kind,cells after the start,to,start
min,2,full,full
max,1,out[29],out[29]
max reg2reg,11,out[9],contador_pool[0]
min reg2reg,2,full,full
==> registers in the layout (all words and copies together), names as in the netlist <==
signal	flops
full	1
out	100
contador_pool	32
==> cell type report <==
type / count / share of cell area
Clock buffer: 17 / 0.04335
Tap cell: 324 / 0.04131
Timing Repair Buffer: 123 / 0.1224
Multi-Input combinational cell: 483 / 0.3519
Inverter: 7 / 0.002678
Sequential cell: 133 / 0.3733
Clock inverter: 148 / 0.06503
==> where the power goes <==
| part | switching [uW] | internal (uW) |
|---|---|---|
| clock | 536 | 508 |
| combinational | 132 | 104 |
| sequential | 20.8 | 791 |
| total | 688 | 1400 |
==> layout by cell type (no fill, tap or decap), types with 18 or more instances in the layout <==
cell type          n
clkdlybuf4s50_1  102
inv_1            140
nor4_1            25
nand4_1           23
buf_4             18
edfxtp_1         100
nor2_1            38
nand3_1           61
nor3_1            33
mux2_1            99
dfxtp_1           33
nand2_1           41
and2_1            37
==> tightest hold or removal path: cells and delay by family (launching register included) <==
kind                   cells  cell delay [ns]
AOI/OAI and AO/OA          1             0.06
buffers and inverters      1             0.05
DFF                        1             0.30
==> Yosys cell counts (5+ instances only) <==
| library cell | count |
|---|---|
| or4_1 | 7 |
| xnor2_1 | 12 |
| buf_2 | 16 |
| nor4_1 | 26 |
| nand2_1 | 41 |
| inv_1 | 8 |
| edfxtp_1 | 100 |
| nor4_2 | 5 |
| or3_1 | 9 |
| nor3_1 | 33 |
| nor2_1 | 38 |
| nand3_1 | 61 |
| clkbuf_1 | 34 |
| dfxtp_1 | 33 |
| and2_1 | 38 |
| mux2_1 | 99 |
| nand4_1 | 23 |
| o21ai_0 | 8 |
==> routing by layer <==
| metal | up-vias | part of all wire | global-route usage |
|---|---|---|---|
| met4 | 0 | 0.013 | 0.04854 |
| met2 | 222 | 0.45 | 0.2335 |
| li1 | 3012 | - | - |
| met5 | - | 0 | 0 |
| met1 | 2989 | 0.45 | 0.2356 |
| met3 | 17 | 0.086 | 0.08264 |
No activity file was given, so power comes from the tool's default toggle rates.
