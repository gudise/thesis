==> flow/design.v <==
module MEDIDOR_BIAS #(
    parameter OUT_WIDTH=32
) (
    input                       clock,
    input                       enable,
    input                       muestra,
    input[4:0]                  resol,
    output reg                  lock=0,
    output reg[OUT_WIDTH-1:0]   out
);
    reg[31:0] contador=0;
    reg[31:0] contador_b=0;
    always @(posedge clock) begin
        if(enable) begin
            if(contador[resol]==1'b0) begin
                contador <= contador+32'b1;
                if(muestra)
                    contador_b <= contador_b+32'b1;
            end
            else begin
                out <= contador_b;
                lock <= 1;
            end
        end
        else begin
            contador <= 0;
            contador_b <= 0;
            lock <= 0;      
        end
    end
endmodule
==> flow/run.sh <==
#!/bin/bash
# OpenROAD 26Q1-2900-gdf79404cd8, Yosys 0.63+post, stock flow scripts
make -C /OpenROAD-flow-scripts/flow DESIGN_CONFIG=/design/flow/config.mk WORK_HOME=/design/flow/orfs finish
==> flow/config.mk <==
export PLATFORM = sky130hd
export DESIGN_NAME = MEDIDOR_BIAS
export DESIGN_NICKNAME = MEDIDOR_BIAS
export VERILOG_FILES = /design/flow/design.v
export SDC_FILE = /design/flow/constraint.sdc
export NUM_CORES = 4
export LEC_CHECK = 1
export CORE_UTILIZATION = 50
==> flow/constraint.sdc <==
current_design MEDIDOR_BIAS

set clk_period 9.2
set clk_io_pct 0.2

create_clock -name clk0 -period $clk_period [get_ports {clock}]

set non_clock_inputs [all_inputs -no_clocks]
set_input_delay [expr $clk_period * $clk_io_pct] -clock clk0 $non_clock_inputs
set_output_delay [expr $clk_period * $clk_io_pct] -clock clk0 [all_outputs]
==> impl_metrics.env <==
# flow metrics
export IMPL_synth_cell_types=37
export IMPL_io_pins=41
export IMPL_p_leak_nw=1.53
export IMPL_num_vias=3760
export IMPL_grt_overflow_total=0
export IMPL_firstDrtPassIters=23
export IMPL_rsz0062_at_grt="false"
export IMPL_io_buffers=40
export IMPL_yosys_top_cells_count="65 x dfxtp_1, 59 x a21oi_1, 48 x o31ai_1, 48 x or4_1, 32 x edfxtp_1"
export IMPL_fin_setup_tns_ns=0
export IMPL_synthCells=469
export IMPL_antenna_found_initial=0
export IMPL_ys_warn_count=1
export IMPL_hold_viol_final=0
export IMPL_rr_worst_depth=6
export IMPL_fillCellCount=744
export IMPL_top_area_cell="dfxtp_1"
export IMPL_top_cell="dfxtp_1"
export IMPL_postCtsResizedCells=0
export IMPL_num_rows=34
export IMPL_htreeDepth=3
export IMPL_critPathCaptureType="register"
export IMPL_ir_drop_v=0.0000787
export IMPL_cts_tree="done"
export IMPL_viasPerCell=6.20
export IMPL_hold_worst_slack_ns=0.458
export IMPL_dieArea_um2=9540
export IMPL_avgSynthCellArea_um2=9.76
export IMPL_fp_util=0.520
export IMPL_wl_met2_mm=3.97
export IMPL_hold_path_class="reg2reg"
export IMPL_worstPathMaxFanout=82
export IMPL_finalWeightedCongestion=0.849
export IMPL_drive_gt1_frac=0.0502
export IMPL_log_warning_count=26
export IMPL_grt_pass1_wl_mm=15.7
export IMPL_critPathRequiredTime_ns=9.49
export IMPL_syn_area_um2=4580
export IMPL_cts_sinks=97
export IMPL_power_density_nw_per_um2=155
export IMPL_status="complete, no violations"
export IMPL_regArea_um2=2260
export IMPL_die_width_um=97.7
export IMPL_drv_cap=0
export IMPL_first_global_vias=3275
export IMPL_track_usage=0.206
export IMPL_max_slew_margin=0.472
export IMPL_period_minus_slack_ns=4.44
export IMPL_post_cts_setup_buffers=0
export IMPL_min_path_cells=0
export IMPL_setup_viol=0
export IMPL_crit_start="resol[1]"
export IMPL_highest_layer="met4"
export IMPL_hp_start="contador_b[31]"
export IMPL_grt_max_degree=83
export IMPL_die_y_um=97.7
export IMPL_drtIter0Drc=211
export IMPL_clk_latency_ns=0.36
export IMPL_arrival_ns=4.72
export IMPL_reg2reg_from="contador[3]"
export IMPL_drv_slew=0
export IMPL_ant_nets=0
export IMPL_async_reset_ff_frac=0
export IMPL_ys_seq_frac=0.494
export IMPL_place_hpwl_mm=5.79
export IMPL_drc=0
export IMPL_ys_cells=469
export IMPL_comb_area_um2=2130
export IMPL_num_antenna_cells=0
export IMPL_wl_met3_um=311
export IMPL_worst_pin_slew_ns=0.789
export IMPL_ctsHoldBuffers=0
export IMPL_clockBufferDepth=2
export IMPL_yosys_area_um2=4580
export IMPL_wirelength_mm=9.09
export IMPL_core_um2=8810
export IMPL_clockRootBuffer="clkbuf_8"
export IMPL_top_area_frac=0.284
export IMPL_post_drt_wl_per_cell_um=15.0
export IMPL_synth_flops=97
export IMPL_area_leaders="dfxtp_1 28%, edfxtp_1 21%, o31ai_1 7.9%"
export IMPL_synth_edff_count=32
export IMPL_met1_length_mm=4.75
export IMPL_skew_ns=0.0138
export IMPL_synthFlopType="dfxtp_1"
export IMPL_clk_pin_slew_ns=0.09
export IMPL_fmax_mhz=225
export IMPL_path_class="in2reg"
export IMPL_synthToLayoutAreaGrowth_pct=13.5
export IMPL_period_used=0.482
export IMPL_numCtsBuffers=9
export IMPL_crit_path_start_kind="primary input"
## flip-flops by register name, indices dropped and copies added, names as in the netlist
signal and flops:
contador 32, lock 1, contador_b 32, out 32
## through the flow
stage	setup WS [ns]	cell area (µm²)	cells	power, mW	util
after floorplan	4.66	4580	469	0.508	-
after global placement	4.47	5000	590	0.534	0.568
after detailed placement	4.43	5000	590	0.534	0.568
after CTS	4.79	5200	606	0.811	0.590
after global routing	4.51	5200	606	0.840	0.590
final	4.76	5200	606	0.803	0.590
## kinds of logic after synthesis
| kind of cell | Yosys count | synth area share |
|---|---|---|
| compound gates | 122 | 0.164 |
| xor+xnor | 1 | 0.00191 |
| mux | 21 | 0.0459 |
| simple gates | 184 | 0.248 |
| buf+inv | 42 | 0.0405 |
| fa+ha+maj | 2 | 0.00547 |
| flops | 97 | 0.494 |
## cell type report
cell class	instances	area share
Sequential cell	97	0.435
Clock inverter	5	0.0123
Multi-Input combinational cell	330	0.410
Timing Repair Buffer	44	0.0828
Inverter	11	0.00795
Tap cell	108	0.0260
Clock buffer	11	0.0253
## power by group
| group | internal, mW | leakage, nW | switching (mW) |
|---|---|---|---|
| logic | 0.0267 | 0.619 | 0.0386 |
| registers | 0.453 | 0.811 | 0.00550 |
| clock network | 0.129 | 0.0945 | 0.151 |
| total | 0.608 | 1.53 | 0.195 |
## cells in the final DEF (no fill, tap or decap), types with 5 or more instances in the layout
master and instances:
and4_1 6, inv_1 9, or4_1 48, and3_1 10, nand2b_1 7, o21ai_0 7
clkdlybuf4s50_1 40, o31ai_1 48, nand3_1 22, nand4_1 18, and2_1 6, or3_1 7
dfxtp_1 65, a21oi_1 59, clkbuf_8 9, edfxtp_1 32, nand2_1 31, nor2_1 10
mux2i_1 21, nor4_1 5
## routing by layer
metal | vias up | global-route usage
met1 | 1801 | 0.343
met2 | 59 | 0.314
li1 | 1894 | -
met3 | 6 | 0.0220
met4 | 0 | 0.0256
met5 | - | 0
## final timing paths
kind,endpoint,slack (ns)
max,contador[9],4.76
min,out[31],0.46
max reg2reg,out[3],6.65
min reg2reg,out[31],0.46
## worst max-delay path, cell delays in order
cell and delay, ns:
clkdlybuf4s50_1 0.45, buf_4 0.27, mux2i_1 0.26, a21oi_1 0.11
nand3_2 0.12, nand4_4 0.40, buf_4 0.51, or4_1 0.58
a21oi_1 0.15
No activity file was given, so power comes from the tool's default toggle rates.
