==> design/flow/design.v <==
module MEDIDOR_FREC #(
    parameter OUT_WIDTH=32
) (
    input                       clock,
    input                       enable,
    input                       clock_u,
    input[4:0]                  resol,  
    output reg                  lock=0,
    output reg[OUT_WIDTH-1:0]   out
);
    reg[31:0] contador=0;
    reg[31:0] contador_u=0;
    always @(posedge clock) begin
        if(enable) begin
            if(contador[resol]==1'b0) begin
                contador <= contador+32'b1;
            end
            else begin
                out <= contador_u;
                lock <= 1;
            end
        end
        else begin
            contador <= 0;
            if(contador_u==0)
                lock <= 0;
        end
    end
    always @(posedge clock_u) begin
        if(enable && contador>0) begin  
            contador_u <= contador_u+32'b1;
        end
        else begin
            contador_u <= 0;
        end
    end
endmodule
==> design/flow/run.sh <==
#!/bin/bash
# OpenROAD 26Q1-2900-gdf79404cd8, Yosys 0.63+post, stock flow scripts
make -C /OpenROAD-flow-scripts/flow DESIGN_CONFIG=/design/flow/config.mk WORK_HOME=/design/flow/orfs finish
==> design/flow/config.mk <==
export PLATFORM = sky130hd
export DESIGN_NAME = MEDIDOR_FREC
export DESIGN_NICKNAME = MEDIDOR_FREC
export VERILOG_FILES = /design/flow/design.v
export SDC_FILE = /design/flow/constraint.sdc
export NUM_CORES = 4
export LEC_CHECK = 1
export CORE_UTILIZATION = 50
==> design/flow/constraint.sdc <==
current_design MEDIDOR_FREC

set clk_period 11.1
set clk_io_pct 0.2

create_clock -name clk0 -period $clk_period [get_ports {clock}]
create_clock -name clk1 -period $clk_period [get_ports {clock_u}]

set non_clock_inputs [all_inputs -no_clocks]
set_input_delay [expr $clk_period * $clk_io_pct] -clock clk0 $non_clock_inputs
set_output_delay [expr $clk_period * $clk_io_pct] -clock clk0 [all_outputs]
==> reports/qor.yml <==
run_status:
  status: "complete, no violations"
grt:
  grt_pass1_wl_mm: 15.4
  grt_usage_pct: 22.9
  grt_remaining_overflow: 0
  grt_max_degree: 60
  grt_pass1_vias: 3097
  antenna_found_initial: 0
power:
  p_per_area_nw_per_um2: 136
  power.leakage_nw: 1.73
  vdd_ir_drop_max_v: 0.0000746
clock_tree:
  clk_pin_slew_ns: 0.07
  cts_tree: "built"
  post_cts_buffers: 0
  cts_hold_buf: 0
  cts.sinks: 97
  post_cts_resized: 0
logic_synthesis:
  syn_inst: 441
  synthFlopType: "dfxtp_1"
  ys_area_sq_um: 4420
  synthesis.area_sq_um: 4420
  avgSynthCellArea_sq_um: 10.0
  ys_seq_share_pct: 51.4
  ys_cells: 441
  synth_cell_types: 49
  synth_flops: 97
  synth-edff-count: 33
  synth_warnings: 1
  async_reset_ff_share_pct: 0
timing:
  finalMaxSlewViolations: 0
  setup_viol: 0
  hold_violations: 0
  relSlewSlack_pct: 40.8
  rsz0062_at_grt: "no"
  worst_slew_pin_slew_ns: 0.885
  clock_skew_ns: 0.00939
  tns_ns: 0
finish:
  area_delta_synth_final_pct: 16.1
  drive_gt1_share_pct: 7.33
  fin_cells: 596
  final_cell_mix: "dfxtp_1, clkdlybuf4s50_1, nor2_1"
  fillerInstances: 695
  final_common_cell: "dfxtp_1"
min_path:
  hold_class: "flop to flop"
critical_path:
  critPathArrivalTime_ns: 5.26
  crit_required_ns: 11.20
  crit_type: "input pin to flop"
  cp-end-kind: "flop"
  critPathMaxStageDelay_ns: 1.05
  cp-start-kind: "input pin"
  path_max_fanout: 59
  path_cells: "clkdlybuf4s50_1 > mux2i_1 > a22oi_1 > nand3_2 > nand4_4 > and2_1 > buf_4 > o21bai_1"
  r2r_setup_slack_ns: 8.52
  crit_slowest_cell: "clkdlybuf4s50_1"
routing:
  drc: 0
  antenna_cells: 0
  wirelength_mm: 9.25
  drtPass1Iterations: 5
  initialDrtViolationCount: 167
  wl_per_cell_um: 15.5
  avgViaCountPerCell: 5.78
  via_count: 3444
  drtAntennaViolNets: 0
floorplan:
  fp-utilization_pct: 52.7
  chipArea_sq_um: 9220
  core_area_sq_um: 8380
  rows: 33
  die_x_um: 96.0
  pin_count: 41
  die_height_um: 96.0
place:
  place_congestion: 0.829
  dp_hpwl_mm: 6.08
  portBuffers: 39
  dp_cells: 572
job:
  warning_count: 29
  cap_viol_max_count: 0
synth_stat cells (9+ instances only):
| cell type | instances | share of area (%) |
|---|---|---|
| dfxtp_1 | 64 | 29 |
| and3_1 | 12 | 1.7 |
| o21ai_0 | 19 | 2.2 |
| a21oi_1 | 28 | 3.2 |
| xnor2_1 | 11 | 2.2 |
| nand3_1 | 21 | 2.4 |
| nand2_1 | 30 | 2.5 |
| nand4_1 | 19 | 2.7 |
| nor4_1 | 16 | 2.3 |
| clkbuf_1 | 9 | 0.76 |
| mux2i_1 | 19 | 4.3 |
| edfxtp_1 | 33 | 22 |
| or3_1 | 19 | 2.7 |
| nor2_1 | 38 | 3.2 |
| xor2_1 | 16 | 3.2 |
| inv_1 | 9 | 0.76 |
path summary, 6_finish.rpt:
path                        start  cells after the start             end
max                      resol[1]                      8            lock
min                contador_u[31]                      0         out[31]
max reg2reg          contador[19]                      7            lock
min reg2reg        contador_u[31]                      0         out[31]
max in group clk1          enable                      5  contador_u[11]
min in group clk1   contador_u[0]                      1   contador_u[0]
critical path: cells and delay by family:
kind                   cells  cell delay [ns]
AND/OR/NAND/NOR            3             1.07
multiplexers               1             0.28
buffers and inverters      2             1.31
AND-OR/OR-AND              2             0.35
area by class of cell:
type | instances | area (sq um) | area share, %
timing repair buffer | 42 | 413 | 8.05
multi-input combinational | 319 | 2030 | 39.6
clock buffer | 18 | 218 | 4.24
tap | 105 | 131 | 2.56
sequential | 97 | 2270 | 44.3
inverter | 9 | 33.8 | 0.658
clock inverter | 6 | 32.5 | 0.634
state kept, by name, summed over array words and instances (netlist names):
signal      cells
lock            1
out            32
contador_u     32
contador       32
where the power goes:
part           internal, mW  switching, mW  total [mW]
clock network         0.130          0.134       0.264
registers             0.375        0.00528       0.380
logic                0.0216         0.0329      0.0545
logic make-up (layout without fill, tap and decap cells):
kind of cell,after synthesis,count (layout),synth area share [%]
xor+xnor,27,27,5.35
fa+ha+maj,4,4,1.13
mux,19,19,4.30
flops,97,97,51.4
buf+inv,25,75,2.75
simple gates,199,199,26.0
compound gates,70,70,9.11
through the flow:
stage | setup WS [ns] | power, mW | hold WS [ns] | cell area, sq um | utilization, %
after floorplan | 6.57 | 0.422 | 0.431 | 4420 | -
after global placement | 5.66 | 0.442 | 0.461 | 4880 | 58.2
after detailed placement | 5.57 | 0.443 | 0.469 | 4880 | 58.2
after CTS | 5.93 | 0.707 | 0.408 | 5130 | 61.2
after global routing | 5.71 | 0.733 | 0.434 | 5130 | 61.2
final | 5.94 | 0.699 | 0.419 | 5130 | 61.2
metal layers:
| layer | wire length [um] | GRT usage (%) | share of wire, % | vias to the layer above |
|---|---|---|---|---|
| met3 | 591 | 7.47 | 6.4 | 7 |
| met1 | 4680 | 38.7 | 51 | 1624 |
| met5 | 0 | 0 | 0 | - |
| met4 | 90 | 1.99 | 0.97 | 0 |
| met2 | 3890 | 31.1 | 42 | 84 |
| li1 | - | - | - | 1729 |
Power and IR drop assume default switching activity.
